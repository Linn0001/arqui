[flow/run.sh]
#!/bin/bash
# OpenROAD 26Q1-2900-gdf79404cd8, Yosys 0.63+post, stock flow scripts
make -C /OpenROAD-flow-scripts/flow DESIGN_CONFIG=/design/flow/config.mk WORK_HOME=/design/flow/orfs finish
[flow/config.mk]
export PLATFORM = sky130hd
export DESIGN_NAME = fp32_mul
export DESIGN_NICKNAME = fp32_mul
export VERILOG_FILES = /design/flow/design.v
export SDC_FILE = /design/flow/constraint.sdc
export NUM_CORES = 4
export LEC_CHECK = 1
export CORE_UTILIZATION = 50
[flow/constraint.sdc]
current_design fp32_mul

set clk_period 23.2
set clk_io_pct 0.2

create_clock -name clk0 -period $clk_period

set non_clock_inputs [all_inputs -no_clocks]
set_input_delay [expr $clk_period * $clk_io_pct] -clock clk0 $non_clock_inputs
set_output_delay [expr $clk_period * $clk_io_pct] -clock clk0 [all_outputs]
[flow/design.v]
`timescale 1ns / 1ps
module fp32_mul(
    input wire [31:0] a, b,
  output reg [31:0] y
);
  wire sign_a = a[31];
  wire [7:0] exp_a = a[30:23];
  wire [22:0] mant_a_in = a[22:0];
  wire sign_b = b[31];
  wire [7:0] exp_b = b[30:23];
  wire [22:0] mant_b_in = b[22:0];
  reg sign_r;
  reg signed [8:0] exp_r;  
  reg [23:0] mant_a, mant_b;
  reg [47:0] mant_mul;
  always @(*) begin
    if ((exp_a == 0 && mant_a_in == 0) || (exp_b == 0 && mant_b_in == 0)) begin
      y = 32'b0;
    end else begin
      mant_a = (exp_a == 0) ? {1'b0, mant_a_in} : {1'b1, mant_a_in};
      mant_b = (exp_b == 0) ? {1'b0, mant_b_in} : {1'b1, mant_b_in};
      mant_mul = mant_a * mant_b;
      exp_r = exp_a + exp_b - 127;
      sign_r = sign_a ^ sign_b;
      if (mant_mul[47]) begin  
        mant_mul = mant_mul >> 1;
        exp_r = exp_r + 1;
      end
      if (exp_r >= 255) begin
        y = {sign_r, 8'hFF, 23'b0};  
      end else if (exp_r <= 0) begin
        y = {sign_r, 8'b0, mant_mul[46:24]};  
      end else begin
        y = {sign_r, exp_r[7:0], mant_mul[46:24]};  
      end
    end
  end
endmodule
==> flow_metrics.py <==
# Synthesis and PnR figures
metrics = {
    "run_status": {
        "status": "complete, no violations",
    },
    "floorplanning": {
        "floorplan.io_pins": 96,
        "chipArea_um2": 41490,
        "die_w_um": 203.7,
        "floorplan.initialDensity_pct": 50.96,
        "core_area_um2": 39910,
        "die-height_um": 203.7,
        "row_count": 73,
    },
    "timing": {
        "grt_setup_unrepaired": "no",
        "max_clock_freq_mhz": 53.84,
        "fin_crit_sh_pct": 80.05,
        "drv_slew": 0,
        "setup-tns-final_ns": 0,
        "layout_min_cycle_time_ns": 18.57,
        "timing_worst_slew_pin_value_ns": 0.7222,
        "setup_viol": 0,
        "hold_viol_final": 0,
        "max_slew_margin_pct": 50.61,
    },
    "final_layout": {
        "stdcell_count": 2919,
        "clkbuf_count": 0,
        "postLayoutCoreUtil_pct": 54.72,
        "flop-count": 0,
        "drive_gt1_share_pct": 3.594,
        "areaGrowthSynthToFinish_pct": 7.375,
        "flop_area_um2": 0,
    },
    "worst_setup_path": {
        "cpPeakStageDelay_ns": 0.54,
        "crit_path_max_fanout": 24,
        "endpoint_kind": "primary output",
        "startpoint": "a[23]",
        "worst_ep_required_time_ns": 18.56,
        "cp_slowest_cell": "sky130_fd_sc_hd__fa_1",
        "most_used_cell_along_the_critical_path": "sky130_fd_sc_hd__fa_1",
        "crit_arrival_ns": 13.93,
        "worstSetupEndpoint": "y[24]",
        "crit_type": "primary input to primary output",
        "critPathLaunchType": "primary input",
    },
    "detailed_routing": {
        "drt-vias-per-instance": 5.304,
        "routed_wirelength_mm": 52.77,
        "drt-pass1-iter-count": 4,
        "drc": 0,
        "detail_route.iter0.violations": 552,
        "postRouteAntennaNets": 0,
        "final_routed_wire_length_divided_by_cell_count_um": 18.08,
        "detailroute.via_count": 15482,
    },
    "synth": {
        "number_of_standard_cells_reported_by_yosys": 2373,
        "post_synth_inst_count": 2373,
        "synth_warnings": 1,
        "synthDistinctLibCells": 77,
        "synth.largest_area_cell": "sky130_fd_sc_hd__fa_1",
        "synth.top_cells.by_area": "sky130_fd_sc_hd__fa_1 47%, sky130_fd_sc_hd__ha_1 12%, sky130_fd_sc_hd__inv_1 10%",
        "top_area_share_pct": 47.44,
        "netlist_area_um2": 20340,
        "synthesis.area_per_instance_um2": 8.572,
        "postSynthSeqShare_pct": 0,
        "summed_standard_cell_area_reported_by_yosys_um2": 20340,
    },
    "global_route": {
        "grt_start_max_net_pins": 26,
        "antenna_found_initial": 2,
        "wire_length_of_the_first_global_routing_pass_mm": 88.85,
        "globalRouteOverflowTotal": 0,
        "grt.total_usage_pct": 29.51,
        "via_count_of_the_first_global_routing_pass": 16761,
    },
    "pwr": {
        "p_sw_mw": 4.736,
        "internal_power_mw": 3.642,
        "powerDensity_nw_per_um2": 383.6,
        "switching_share_pct": 56.53,
        "power.leakage_nw": 11.04,
        "vdd_drop_max_uv": 395.3,
    },
    "hold_path": {
        "hold_class": "primary input to primary output",
        "min_delay_path_depth": 4,
    },
    "place": {
        "dp.cells": 2918,
        "finalWeightedCongestion": 0.9507,
        "input_output_buffers": 96,
        "dp_hpwl_mm": 41.07,
    },
    "cts": {
        "cts_setup_buffers": 0,
        "cts.hold.buffers_added": 0,
        "cts-resized-gates": 0,
    },
    "flow_run": {
        "log.warning_count": 32,
        "drv.max_cap_violation_count": 0,
    },
}
[cells by family (layout without fill, tap and decap cells)]
group                    count (synthesis)  count (layout)  share of synthesized area [%]
buffers and inverters                  669             689                          12.54
multiplexers                            40              40                          2.128
AND/OR/NAND/NOR                        788             788                          18.75
XOR/XNOR                                36              36                          1.716
other                                    0               1                              0
adder cells (fa/ha/maj)                669             669                          58.94
AND-OR/OR-AND                          171             171                          5.930
[worst min path at each step]
| stage | slack (ns) | start | endpoint |
|---|---|---|---|
| finish | 10.28 | a[31] | y[31] |
| global route | 10.31 | a[31] | y[31] |
| CTS | 10.29 | a[31] | y[31] |
[worst max-delay path, delay by kind of cell]
kind	cells	cell delay, ns
buffers and inverters	6	1.31
adder cells (fa/ha/maj)	9	4.07
AND-OR/OR-AND	5	1.31
AND/OR/NAND/NOR	8	1.82
multiplexers	2	0.73
[cells in the final DEF (no fill, tap or decap), types with 13 or more instances in the layout]
master / netlist / final
sky130_fd_sc_hd__nor3_1: 17 / 16
sky130_fd_sc_hd__o21a_1: 13 / 13
sky130_fd_sc_hd__nor2_1: 31 / 31
sky130_fd_sc_hd__and2_1: 216 / 216
sky130_fd_sc_hd__buf_4: 0 / 53
sky130_fd_sc_hd__mux2i_1: 28 / 28
sky130_fd_sc_hd__nand4_1: 17 / 17
sky130_fd_sc_hd__o21ai_0: 33 / 33
sky130_fd_sc_hd__nor4_1: 14 / 14
sky130_fd_sc_hd__clkdlybuf4s50_1: 0 / 96
sky130_fd_sc_hd__xnor2_1: 27 / 27
sky130_fd_sc_hd__inv_1: 540 / 540
sky130_fd_sc_hd__a211oi_1: 14 / 14
sky130_fd_sc_hd__ha_1: 187 / 187
sky130_fd_sc_hd__nand2_1: 430 / 430
sky130_fd_sc_hd__a21oi_1: 36 / 36
sky130_fd_sc_hd__nand3_1: 18 / 18
sky130_fd_sc_hd__fa_1: 482 / 482
[area by class of cell]
cell class / instances / area (um2)
fillers: 3578 / 18070
repair buffers: 149 / 1359
inverters: 540 / 2027
diodes: 1 / 2.502
multi-input cells: 1704 / 17800
well taps: 525 / 656.9
[power groups by stage]
stage | sequential, mW | combinational (mW) | clock (mW)
CTS | 0 | 8.44 | 0
global route | 0 | 9.32 | 0
[per-stage QoR]
step,instance area (um2),worst slack [ns],total power [mW],hold WS [ns]
floorplan,20340,6.365,5.712,9.355
global placement,21840,4.897,8.444,10.27
detailed placement,21840,4.637,8.349,10.28
CTS,21840,4.643,8.438,10.29
global route,21840,4.097,9.318,10.31
finish,21840,4.627,8.377,10.28
[per-layer routing]
layer,GRT usage [%],up-vias,routed length [um]
met5,0.3571,-,0
met4,4.296,0,937
met3,9.731,65,4409
met2,47.28,521,25870
met1,41.98,7755,21550
li1,-,7141,-
[synth_stat cells, drive strengths merged, types with 4 or more instances]
master  number
a211oi      14
a21o        12
a21oi       38
a31oi       11
and2       217
and3         9
buf         13
clkbuf     116
fa         482
ha         187
inv        540
mux2        10
mux2i       30
nand2      430
nand2b       7
nand3       18
nand4       18
nor2        33
nor2b        5
nor3        20
nor4        14
o211ai       7
o21a        13
o21ai       37
o31ai        5
or3          4
xnor2       29
xor2         7
Power and IR drop assume default switching activity.
